File: ./design.v
module yuv_to_rgb
    #(parameter DATA_WIDTH=8,
      parameter FRAC_WIDTH=8)
(
   input [DATA_WIDTH-1:0] data_in1,
   input [DATA_WIDTH-1:0] data_in2,
   input [DATA_WIDTH-1:0] data_in3,
   output signed [DATA_WIDTH+FRAC_WIDTH-1:0] data_out1,
   output signed [DATA_WIDTH+FRAC_WIDTH-1:0] data_out2,
   output signed [DATA_WIDTH+FRAC_WIDTH-1:0] data_out3
);
   wire signed [DATA_WIDTH+FRAC_WIDTH-1:0] Yint_fp, Uint_fp, Vint_fp;
   wire signed [DATA_WIDTH+FRAC_WIDTH-1:0] Cb_temp, Cr_temp;
   assign Yint_fp = $signed({data_in1, {FRAC_WIDTH{1'b0}}});
   assign Uint_fp = $signed({data_in2, {FRAC_WIDTH{1'b0}}});
   assign Vint_fp = $signed({data_in3, {FRAC_WIDTH{1'b0}}});
   assign  Cb_temp = Uint_fp - (1 << (DATA_WIDTH-1));
   assign  Cr_temp = Vint_fp - (1 << (DATA_WIDTH-1));
   assign data_out1 = (Yint_fp + (91881 * Cr_temp + (1 << (FRAC_WIDTH - 1))) >>> FRAC_WIDTH);
   assign data_out2 = (Yint_fp - (22544 * Cb_temp + 46802 * Cr_temp + (1 << (FRAC_WIDTH - 1))) >>> FRAC_WIDTH);
   assign data_out3 = (Yint_fp + (116130 * Cb_temp + (1 << (FRAC_WIDTH - 1))) >>> FRAC_WIDTH);
endmodule
File: ./run.sh
#!/bin/bash
# OpenROAD 26Q1-2900-gdf79404cd8, Yosys 0.63+post, stock flow scripts
make -C /OpenROAD-flow-scripts/flow DESIGN_CONFIG=/design/flow/config.mk WORK_HOME=/design/flow/orfs finish
File: ./constraint.sdc
current_design yuv_to_rgb

set clk_period 19.3
set clk_io_pct 0.2

create_clock -name clk0 -period $clk_period

set non_clock_inputs [all_inputs -no_clocks]
set_input_delay [expr $clk_period * $clk_io_pct] -clock clk0 $non_clock_inputs
set_output_delay [expr $clk_period * $clk_io_pct] -clock clk0 [all_outputs]
File: ./config.mk
export PLATFORM = sky130hd
export DESIGN_NAME = yuv_to_rgb
export DESIGN_NICKNAME = yuv_to_rgb
export VERILOG_FILES = /design/flow/design.v
export SDC_FILE = /design/flow/constraint.sdc
export NUM_CORES = 4
export LEC_CHECK = 1
export CORE_UTILIZATION = 30
==> results.toml <==
# implementation run metrics
[layout]
area_growth_pct = 15.8
fill_cells = 2404
seq_cells = 0
nClkBuffers = 0
seqCellArea_um2 = 0
lay_top_cells = "ha_1 (188), inv_1 (183), fa_1 (87)"
layout_top_cell = "ha_1"
finalInstanceArea_um2 = 8140
drive_gt1_share_pct = 1.99
final_core_util_pct = 35.6

[route]
wire_per_inst_um = 12.8
viasPerCell = 4.48
drc = 0
vias = 5230
first_pass_iters = 4
wirelength_um = 14900
num_antenna_cells = 0
final_antenna_net_count = 0
drt_iter0_drc = 121

[placed_design]
pre_cts_slack_ns = 3.28
placedInstanceArea_um2 = 8140
place.port_buffers = 72
dp_hpwl_um = 13700
gp_congestion = 0.923

[synthesis]
yosys_area_um2 = 7030
ys_seq_share_pct = 0
synth_area_per_cell_um2 = 8.99
syn-instance-count = 782
syn-cell-area_um2 = 7030
ys_warn_count = 0
synth_cell_types = 49
synth_stat.cells = 782

[flow_run]
log.warning_count = 41
drv_cap = 0

[hold_path]
hp-class = "input port to output port"

[sta]
tns_ns = 0
hold_violations = 0
slew_viol_final = 0
tightest_slew_ns = 0.800
finalWorstSetupSlack_ns = 3.33
maxSlewHeadroom_pct = 46.3
fin_crit_ns = 15.97
whs_ns = 8.76
finalSetupViolations = 0
fmax_mhz = 62.6
rsz0062_at_grt = "false"
min_period_over_period_pct = 82.7

[grt]
gr-usage-all-layers_pct = 13.8
grt_antenna_before_repair = 0
grt_pass1_vias = 5407
overflow = 0
grt_max_degree = 20
grt_pass1_wl_um = 26000

[clock_tree]
cts_resized = 0
post_cts_buffers = 0
holdBufCountCts = 0

[floorplanning]
rows = 55
dieWidth_um = 155
ios = 72
die_area_um2 = 24100
coreArea_um2 = 22800
die_y_um = 155
fp_util_pct = 30.8

[setup_path]
critPathMaxStageDelay_ns = 0.73
critPathSlowestCell = "clkdlybuf4s50_1"
cp-end-kind = "output port"
start_kind = "input port"
path_class = "input port to output port"
arrival_ns = 12.11
worst_path_most_repeated_cell = "xnor2_1"
required_ns = 15.44
crit_fanout = 10

[status]
outcome = "finished clean"
-- synthesized netlist by cell type (2+ instances only) --
cell type / number / share of area [%]
ha_1: 188 / 33
inv_1: 183 / 9.8
fa_1: 87 / 25
xnor2_1: 82 / 10
nor2_1: 40 / 2.1
a21oi_1: 38 / 2.7
nand2_1: 21 / 1.1
xor2_1: 20 / 2.5
a21o_1: 19 / 2.0
o21ai_0: 18 / 1.3
nor3_1: 10 / 0.71
o21a_1: 10 / 1.1
o21bai_1: 10 / 1.1
o31ai_1: 4 / 0.43
a21boi_0: 3 / 0.32
mux2_2: 3 / 0.48
nand3_1: 3 / 0.21
o41ai_1: 3 / 0.37
a211oi_1: 2 / 0.21
buf_4: 2 / 0.21
nand2b_1: 2 / 0.18
nand3b_1: 2 / 0.21
nor2b_1: 2 / 0.18
o211ai_1: 2 / 0.21
o21ba_2: 2 / 0.28
or3_1: 2 / 0.18
xnor2_2: 2 / 0.46
-- worst paths after layout --
path | startpoint | end | slack, ns | cells after the start
max | data_in3[0] | data_out2[15] | 3.33 | 31
min | data_in1[0] | data_out2[0] | 8.76 | 2
-- critical path: cells and delay by family --
| kind | cells | cell delay [ns] |
|---|---|---|
| AOI/OAI and AO/OA | 6 | 0.99 |
| adders and majority gates | 9 | 3.46 |
| buffers and inverters | 6 | 1.88 |
| xor gates and xnor gates | 10 | 1.90 |
-- layer usage --
| layer | up-vias | GRT usage (%) | wire length [um] |
|---|---|---|---|
| met5 | - | 0 | 0 |
| met4 | 0 | 1.27 | 170 |
| met3 | 9 | 1.30 | 490 |
| met2 | 70 | 23.8 | 7070 |
| met1 | 2469 | 19.9 | 7190 |
| li1 | 2682 | - | - |
-- per-stage QoR --
stage,instances
floorplan,782
global placement,1167
detailed placement,1167
global route,1167
finish,1167
CTS,1167
-- area by class of cell --
class	instances	area [um2]	area share (%)
timing repair buffer	74	736	9.03
tap	313	392	4.81
multi-input combinational	597	6330	77.7
inverter	183	687	8.43
-- logic make-up (layout without fill, tap and decap cells) --
logic type / after synthesis / after routing / synth area share, %
AOI/OAI and AO/OA: 121 / 121 / 11.3
xor gates and xnor gates: 106 / 106 / 13.7
adders and majority gates: 275 / 275 / 58.2
buffers and inverters: 185 / 257 / 9.98
muxes: 4 / 4 / 0.623
and+or+nand+nor: 91 / 91 / 6.16
