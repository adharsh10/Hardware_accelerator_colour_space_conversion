--- design/flow/design.v ---
module rgb_to_yuv
    #(parameter DATA_WIDTH=8,
      parameter FRAC_WIDTH=8)
(
   input [DATA_WIDTH-1:0] data_in1,
   input [DATA_WIDTH-1:0] data_in2,
   input [DATA_WIDTH-1:0] data_in3,
   output signed [DATA_WIDTH+FRAC_WIDTH-1:0] data_out1,
   output signed [DATA_WIDTH+FRAC_WIDTH-1:0] data_out2,
   output signed [DATA_WIDTH+FRAC_WIDTH-1:0] data_out3
);
   wire signed [DATA_WIDTH+FRAC_WIDTH-1:0] Rint_fp, Gint_fp, Bint_fp;
   assign Rint_fp = $signed({data_in1, {FRAC_WIDTH{1'b0}}});
   assign Gint_fp = $signed({data_in2, {FRAC_WIDTH{1'b0}}});
   assign Bint_fp = $signed({data_in3, {FRAC_WIDTH{1'b0}}});
   assign data_out1 = ((19595 * Rint_fp + 38470 * Gint_fp + 7471 * Bint_fp + (1 << (FRAC_WIDTH - 1))) >>> FRAC_WIDTH);
   assign data_out2 = ((-11056 * Rint_fp - 21712 * Gint_fp + 32768 * Bint_fp + (1 << (FRAC_WIDTH - 1))) >>> FRAC_WIDTH);
   assign data_out3 = ((32768 * Rint_fp - 27440 * Gint_fp - 5328 * Bint_fp + (1 << (FRAC_WIDTH - 1))) >>> FRAC_WIDTH);
endmodule
--- design/flow/run.sh ---
#!/bin/bash
# OpenROAD 26Q1-2900-gdf79404cd8, Yosys 0.63+post, stock flow scripts
make -C /OpenROAD-flow-scripts/flow DESIGN_CONFIG=/design/flow/config.mk WORK_HOME=/design/flow/orfs finish
--- design/flow/config.mk ---
export PLATFORM = sky130hd
export DESIGN_NAME = rgb_to_yuv
export DESIGN_NICKNAME = rgb_to_yuv
export VERILOG_FILES = /design/flow/design.v
export SDC_FILE = /design/flow/constraint.sdc
export NUM_CORES = 4
export LEC_CHECK = 1
export CORE_UTILIZATION = 50
--- design/flow/constraint.sdc ---
current_design rgb_to_yuv

set clk_period 12.9
set clk_io_pct 0.2

create_clock -name clk0 -period $clk_period

set non_clock_inputs [all_inputs -no_clocks]
set_input_delay [expr $clk_period * $clk_io_pct] -clock clk0 $non_clock_inputs
set_output_delay [expr $clk_period * $clk_io_pct] -clock clk0 [all_outputs]
==> results.cfg <==
; synthesis and place-and-route metrics
[layout]
ff_count = 0
seq_area_um2 = 0
drive_gt1_share_pct = 1.18
design_area_um2 = 10100
syn_to_final_growth_pct = 9.82
nClkBuffers = 0

[timing]
min_period_ns = 11.90
hold_viol = 0
fin_setup_tns_ns = 0
slew_violations = 0
max_freq_mhz = 84.1
setup_violations = 0
worst_slew_pin_slew_ns = 0.607
final.period_utilization_pct = 92.2
slew_headroom_pct = 59.4
rsz0062_at_grt = false

[synth]
yosys.area.top_type_share_pct = 36.4
yosys-stat-area_um2 = 9170
avgSynthCellArea_um2 = 8.85
ys_warn_count = 0
top_area_cell = ha_1
area_leaders = ha_1 (36%), fa_1 (24%), inv_1 (12%)
synth.cell_area_um2 = 9170
synth_seq_share_pct = 0
ys_types = 46
syn_inst = 1037
ys_cells = 1037

[worst_setup_path]
critPathLaunchType = primary input
cp.arrival_ns = 9.32
cp-end-kind = output port
cp.required_ns = 10.32
endpoint = data_out1[15]
path_max_fanout = 8
crit_path_start = data_in3[1]
timing_worst_setup_path_type = primary input to output port

[global_routing]
grt_start_max_net_pins = 12
track_usage_pct = 22.2
antenna_found_initial = 0
grt_pass1_wl_um = 30700
grt_overflow = 0
grt_pass1_vias = 6177

[die]
die-area_um2 = 18900
rows = 49
fp.dieH_um = 137
initial_core_util_pct = 51.1
dieWidth_um = 137
ios = 72
core-area_um2 = 18000

[detailed_routing]
vias = 6330
postRouteAntennaNets = 0
drt_iter0_drc = 146
wl_per_cell_um = 13.7
dr.pass1.iters = 4
diodes = 0
viasPerCell = 4.76
drc = 0
wirelength_um = 18200

[placement]
dp_hpwl_um = 16900
port_buffers = 64
routabilityCongestion = 0.937
place_area_um2 = 10100

[worst_hold_path]
worstHoldPathCells = 4
hold_path_class = primary input to output port

[clocking]
postCtsHoldBufs = 0
post_cts_buffers = 0
cts_resized = 0

[run_status]
status = finished, final reports clean

[flow_run]
cap_violations = 0
warnings = 43
[synth_stat cells (all sizes together) (3+ instances only)]
cell	count
fa	109
nor2b	7
ha	267
nand2b	4
inv	297
nor3	9
xor2	27
a31oi	5
o31ai	3
or2	3
nand3	3
a21boi	5
buf	8
nand2	16
o41ai	3
or3	3
nor2	29
o21bai	18
a21oi	51
xnor2	89
o21a	12
o21ai	25
a21o	23
[cell families after synthesis]
family,synth area share (%)
adders and majority gates,60.2
and+or+nand+nor,4.46
AOI/OAI and AO/OA,10.9
xor gates and xnor gates,11.6
buffers and inverters,12.8
other,0.0409
[stage by stage]
stage	cells	hold slack (ns)	util (%)	setup slack (ns)
final	1330	6.48	56.1	1.00
after CTS	1330	6.48	56.1	0.953
after detailed placement	1330	6.47	56.1	0.982
after global routing	1330	6.53	56.1	0.467
after floorplan	1044	5.23	-	2.70
after global placement	1330	6.48	56.1	1.08
[layout make-up]
class | instances | area [um^2]
inverters | 297 | 1110
well taps | 229 | 287
repair buffers | 65 | 648
multi-input cells | 739 | 8030
fillers | 1665 | 7890
[layout by cell type, fill, tap and decap left out, drive strengths merged]
cell	n
o22ai	1
nand2b	4
o21a	12
nor4	2
a21oi	51
inv	297
nand3	3
o211a	1
nand2	16
a31oi	5
xor2	27
o41ai	3
a41o	1
nor4b	1
nand4	2
conb	8
xnor3	2
nor2	29
buf	1
o2111ai	1
o31ai	3
nor3	9
a31o	1
o21ba	1
or3	3
and3b	2
a211oi	1
a21boi	5
clkdlybuf4s50	64
o21ai	25
and2	2
o21bai	18
fa	109
a21o	23
nor2b	7
xnor2	89
o211ai	2
ha	267
or2	3
[worst max-delay path, cell delays in order]
cell and delay [ns]:
clkdlybuf4s50_1 0.77, ha_1 0.29, inv_1 0.10, fa_1 0.49, inv_1 0.05, ha_1 0.26
inv_1 0.05, fa_1 0.50, inv_1 0.04, ha_1 0.21, fa_1 0.40, a21o_1 0.19
a21oi_1 0.21, o21bai_1 0.09, a21oi_1 0.21, o21bai_1 0.09, a21oi_1 0.28, o211a_1 0.18
nor4_1 0.06, fa_1 0.38, xnor2_1 0.18, xnor2_1 0.15, xnor2_1 0.15, xnor2_1 0.16
xnor2_1 0.14, xnor3_1 0.43, xnor3_1 0.21, clkdlybuf4s50_1 0.45
[how the worst min path moves through the flow]
| stage | slack, ns | end | startpoint |
|---|---|---|---|
| CTS | 6.48 | data_out1[0] | data_in3[0] |
| global route | 6.53 | data_out1[0] | data_in3[0] |
| finish | 6.48 | data_out1[0] | data_in3[0] |
[metal layers]
| layer | vias to the layer above | GRT usage, % | share of wire, % |
|---|---|---|---|
| met5 | - | 0 | 0 |
| met4 | 0 | 0 | 0 |
| met3 | 0 | 2.63 | 3.8 |
| met2 | 87 | 35.1 | 45 |
| met1 | 2829 | 35.7 | 52 |
| li1 | 3414 | - | - |
